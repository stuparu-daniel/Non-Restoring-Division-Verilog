`flow/run.sh`:
```
#!/bin/bash
# OpenROAD 26Q1-2900-gdf79404cd8, Yosys 0.63+post, stock flow scripts
make -C /OpenROAD-flow-scripts/flow DESIGN_CONFIG=/design/flow/config.mk WORK_HOME=/design/flow/orfs finish
```
`flow/config.mk`:
```
export PLATFORM = sky130hd
export DESIGN_NAME = non_res_div_3_0
export DESIGN_NICKNAME = non_res_div_3_0
export VERILOG_FILES = /design/flow/design.v
export SDC_FILE = /design/flow/constraint.sdc
export NUM_CORES = 4
export LEC_CHECK = 1
export CORE_UTILIZATION = 40
```
`flow/constraint.sdc`:
```
current_design non_res_div_3_0

set clk_period 4.4
set clk_io_pct 0.2

create_clock -name clk0 -period $clk_period [get_ports {clk}]

set non_clock_inputs [all_inputs -no_clocks]
set_input_delay [expr $clk_period * $clk_io_pct] -clock clk0 $non_clock_inputs
set_output_delay [expr $clk_period * $clk_io_pct] -clock clk0 [all_outputs]
```
`flow/design.v`:
```
module control_unit(
  input clk, rst,
  input begin_div,
  input sign, cnt7,
  output reg ld_a,
  output reg ld_m,
  output reg ld_q,
  output reg ld_sign,
  output reg operation,
  output reg left,
  output reg set_lsb,
  output reg ld_sum,
  output reg increment,
  output reg fin
);
reg [3:0] state_next, state_reg;
always @(posedge clk or negedge rst) begin
		if(!rst)
			state_reg <= 4'b0000;
		else
			state_reg <= state_next;
	 end
initial begin
  ld_a = 0;
  ld_q = 0;
  ld_m = 0;
  ld_sign = 0;
  operation = 0;
  set_lsb = 0;
  increment = 0;
  ld_sum = 0;
  left = 0;
  fin = 0;
end
always @(state_reg, begin_div) begin
  state_next = state_reg;
  case(state_reg)
    4'b0000: 
	         begin
	         state_next = 4'b0000;
	         if(begin_div) begin
	           state_next = 4'b0001;
	           ld_a = 1;
	           end 
	         end
	   4'b0001:
	         begin
	             ld_a = 0;
	             state_next = 4'b0010;
	             ld_q = 1;
	         end
	    4'b0010:
	         begin
	             ld_q = 0;
	             state_next = 4'b0011;
	             ld_m = 1;
	         end
	    4'b0011:
	         begin
	             ld_m = 0;
	             left = 1;
	             state_next = 4'b1000;
	         end
	     4'b1000:
	           begin
	               increment = 0;
	               left = 0;
	               state_next = 4'b0100;
	           end
	      4'b0100:
	         begin
	           ld_sum = 1;
	           ld_sign = 1;
	           if(sign) begin
	             state_next = 4'b0101;
	             operation = 1;
	             end
	           else begin
	             state_next = 4'b0110;
	             operation = 0;
	             end
	         end
	       4'b0101:
	           begin
	               operation = 0;
	               ld_sum = 0;
	               ld_sign = 0;
	               if(cnt7) begin
	                 set_lsb = 1;
	                 state_next = 4'b1010;
	                 end
	               else begin
	                 set_lsb = 1;
	                 state_next = 4'b0111;
	                 end
	           end
	         4'b0110:
	           begin
	               operation = 1;
	               ld_sum = 0;
	               ld_sign = 0;
	               set_lsb = 1;
	               state_next = 4'b0111;
	           end
	          4'b0111:
	            begin
	                ld_sum = 0;
	                set_lsb = 0;
                  state_next = 4'b1001;
	            end
	          4'b1001:
	             begin
	               set_lsb = 0;
	               if(cnt7)
	                 begin
	                   if(sign) begin
	                     ld_sum = 1;
	                     operation = 1;
	                     state_next = 4'b0101;  
	                     end
	                   else
	                      state_next = 4'b1010;  
	                 end
	               else begin
	                 state_next = 4'b1000;
	                 left = 1;
	                 increment = 1;
	               end
	             end 
	           4'b1010:
	             begin
	                 set_lsb = 0;
	                 ld_sum = 0;
	                 fin = 1;
	                 increment = 0;
	                 state_next = 4'b0000;
	             end
  endcase
end
endmodule
module non_res_div_3_0(
  input [7:0] in_bus,
  input begin_div,
  input clk, rst,
  output fin,
  output [7:0] out_bus
  );
  wire [7:0] a;
  wire [7:0] q;
  wire [7:0] m;
  wire [7:0] rez;
  wire [2:0] count;
  wire left;
  wire ld_a;
  wire ld_q;
  wire ld_m;
  wire ld_sign;
  wire sign_in;
  wire sign_out;
  wire ld_sum;
  wire set_lsb;
  wire increment;
  wire cnt7;
  wire finish;
  wire operation;
  wire [7:0] out;
  reg_sign inst0(.clk(clk), .rst(rst), .ld(ld_sign), .in(sign_out), .rez(sign_in));
  reg_a inst1(.clk(clk), .rst(rst), .ld_in_bus(ld_a), .ld_sum(ld_sum), .left_shift(left), .lsb(q[7]), .in_bus(in_bus), .sum(rez), .rez(a));
  reg_q inst2(.clk(clk), .rst(rst), .ld_in_bus(ld_q), .left_shift(left), .set_lsb(set_lsb), .lsb(~sign_in), .in_bus(in_bus), .rez(q));
  reg_m inst3(.clk(clk), .rst(rst), .ld_in_bus(ld_m), .in_bus(in_bus), .rez(m));
  reg_counter inst4(.clk(clk), .rst(rst), .increment(increment), .rez(count), .count_is_7(cnt7));
  parallel_adder_subtractor pa(.operation_type(operation), .sign_in(sign_in), .x(a), .y(m), .result(rez), .sign_out(sign_out));
  control_unit cu(.clk(clk), .rst(rst), .begin_div(begin_div), .sign(sign_in), .cnt7(cnt7), .ld_a(ld_a), .ld_m(ld_m), .ld_q(ld_q), .ld_sign(ld_sign), .operation(operation), 
                  .left(left), .set_lsb(set_lsb), .ld_sum(ld_sum), .increment(increment), .fin(finish));
  reg_out inst5(.clk(clk), .rst(rst), .ld_in_bus(fin), .in1(a), .in2(q), .rez(out));               
  assign fin = finish;
  assign out_bus = out;                
endmodule
module FAC(
  input x, y, c_in,
  output z, c_out
  );
  assign z = x ^ y ^ c_in;
  assign c_out = (x & y) | (x & c_in) | (y & c_in);
endmodule
module parallel_adder_subtractor(
  input operation_type,
  input sign_in,
  input [7:0] x,
  input [7:0] y,
  output [7:0] result,
  output sign_out
);
  wire [9:0] carries;
  wire [8:0] sum;
  reg [8:0] x_ext;
  reg [8:0] y_ext;
  assign carries[0] = ~operation_type;
  always @(*) begin
    x_ext = {sign_in, x};
    y_ext = {1'b0, y};
  end
  genvar i;
  generate
    for (i = 0; i < 9; i = i + 1) begin
      FAC add_inst(.x(x_ext[i]), .y((operation_type) ? y_ext[i] : ~y_ext[i]), .c_in(carries[i]), .z(sum[i]), .c_out(carries[i+1]));
    end
  endgenerate
  assign result = sum[7:0];
  assign sign_out = sum[8];
endmodule
module reg_m(
  input clk, rst, ld_in_bus, 
  input [7:0] in_bus,
  output reg [7:0] rez
);
  always @ ( posedge clk or negedge rst )
    if ( !rst ) rez <= 0;
    else if ( ld_in_bus ) rez <= in_bus;
endmodule
module reg_q(
  input clk, rst, ld_in_bus, left_shift, set_lsb, lsb,
  input [7:0] in_bus,
  output reg [7:0] rez
);
  always @ ( posedge clk or negedge rst )
    if ( !rst ) rez <= 0;
      else if ( ld_in_bus ) rez <= in_bus;
      else if( left_shift ) begin
        rez <= rez << 1;
      end
      else if(set_lsb) begin
        rez[0] <= lsb;  
      end
endmodule
module reg_a(
  input clk, rst, ld_in_bus, ld_sum, left_shift, lsb,
  input [7:0] in_bus,
  input [7:0] sum,
  output reg [7:0] rez
);
  always @ ( posedge clk or negedge rst ) begin
    if ( !rst ) rez <= 0;
      else if ( ld_in_bus ) begin
       rez <= in_bus;
     end
      else if(ld_sum) begin
        rez <= sum;
      end
      else if( left_shift ) begin
        rez <= rez << 1;
        rez[0] <= lsb;
      end
    end
endmodule
module reg_out(
  input clk, rst, ld_in_bus,
  input [7:0] in1,
  input [7:0] in2,
  output reg [7:0] rez
);
reg aux;
always @ (posedge clk or negedge rst) begin
  if(!rst) begin
    rez <= 0;
    aux <= 0;
  end
  else if(ld_in_bus)
    if(aux == 0) begin
      rez <= in1;
      aux <= 1;
    end
    else begin
      rez <= in2;
      aux <= 0;
    end    
end
endmodule
module reg_sign(
  input clk, rst, ld, in,
  output reg rez
  );
  always @ (posedge clk or negedge rst) begin
    if(!rst)
      rez <= 0;
    else
      if(ld)
        rez <= in;
  end
endmodule
module reg_counter(
  input clk, rst, increment,
  output reg [2:0] rez,
  output reg count_is_7
);
always @ (posedge clk or negedge rst) begin
  if(!rst) begin
    rez <= 3'b000;
    count_is_7 <= 0;
  end
  else if(rez == 3'b111) begin
    rez <= 3'b000;
    count_is_7 <= 1;
    end
  else if(increment)
    rez <= rez + 1;
end
endmodule
```
==> run_results.csv <==
group,metric,value,unit
run_status,status,"finished, final reports clean",
floorplanning,core_area,6310,µm²
power_and_ir_drop,power.density,669,nW/µm²
synthesis,numSynthFlops,59,
final_timing,hold_viol,0,
detailed_routing,wl,4510,µm
final_timing,slew_headroom,58.6,%
synthesis,ys_warn_count,8,
synthesis,ys_types,37,
placement,port_buffers,19,
detailed_routing,routedWlPerCell,13.9,µm
final_timing,fmax,271,MHz
final_timing,worst_pin_slew,0.621,ns
critical_path,arrival,3.88,ns
clock_network,h-tree-depth,2,
synthesis,synthFlopType,"dfrtp_1",
finish,finish.instance_area,2920,µm²
synthesis,ys_area,2610,µm²
job,maxCapViolations,0,
detailed_routing,n_antenna_cell,0,
floorplanning,dieArea,6860,µm²
final_timing,setup_viol,0,
critical_path,critical_path.startpoint_type,"flop",
global_routing,grt_pass1_vias,1640,
detailed_routing,final_antenna_net_count,0,
critical_path,path_class,"reg2reg",
final_timing,finalCriticalPeriod,3.69,ns
final_timing,fin_worst_skew,0.00700,ns
synthesis,ys_cells,231,
synthesis,edf_count,0,
final_timing,finalClockPeriodUsage,83.8,%
placement,place_area,2830,µm²
synthesis,async_flop_share,83.1,%
final_timing,untimed_endpoints,10,
worst_hold_path,hp-class,"reg2reg",
global_routing,grt.overflow.total,0,
power_and_ir_drop,peakVddDrop,0.230,mV
synthesis,synth_area_per_cell,11.3,µm²
synthesis,area_leaders,"dfrtp_1 (46%), mux2i_1 (7.3%), fa_1 (5.4%)",
job,openroad.warnings,25,
clock_network,clock_path_buffers,2,
critical_path,crit_path_end_kind,"flop",
detailed_routing,vias,1627,
synthesis,top_area_cell,"dfrtp_1",
clock_network,root_buffer,"clkbuf_8",
critical_path,cp_max_fo,4,
synthesis,syn-cell-area,2610,µm²
finish,area_growth_syn_to_layout,11.7,%
global_routing,grt_antenna_before_repair,0,
detailed_routing,vias_per_cell,5.01,
floorplanning,die_y,82.8,µm
clock_network,post_cts_buffers,0,
power_and_ir_drop,leakagePower,1.38,nW
synthesis,top_cell_area_share,46.0,%
final_timing,slew_violations,0,
global_routing,grt_usage,14.7,%
finish,layout-drive-gt1-share,10.5,%
placement,dp_hpwl,3160,µm
detailed_routing,drt_iter0_markers,51,
final_timing,grt_setup_unrepaired,"false",
clock_network,ctsHoldBuffers,0,
clock_network,cts_buffers,5,
critical_path,critical_path_required,4.59,ns
finish,largest_reg_flops,11,
detailed_routing,drt_pass1_iterations,4,
floorplanning,fp.dieW,82.8,µm
clock_network,clk-insertion-delay-late,0.30,ns
final_timing,fin_tns_setup,0,ns
floorplanning,fp_util,41.4,%
floorplanning,io_pins,20,
global_routing,grt_max_degree,50,
global_routing,grt_pass1_wl,7960,µm
synthesis,synthCells,231,
clock_network,cts_tree,"built",
clock_network,clk_pin_slew,0.09,ns
final_timing,unclocked_pins,10,
floorplanning,rows,29,
placement,gp_congestion,0.790,
detailed_routing,drc,0,
clock_network,cts-resized-gates,0,
-- worst max-delay path: stages (launching register included) --
cell     delay, ns
dfrtp_1       0.41
inv_1         0.08
mux2i_1       0.17
fa_1          0.19
inv_1         0.05
fa_1          0.38
fa_1          0.39
fa_1          0.38
fa_1          0.38
fa_1          0.38
fa_1          0.49
a21oi_1       0.06
a22o_1        0.21
-- cell families (layout without fill, tap and decap cells) --
logic type                 count (synthesis)  after routing  synth area share (%)
AOI/OAI and AO/OA                         49             49                  12.6
muxes                                     29             29                  11.6
xor gates and xnor gates                  12             12                  4.02
and+or+nand+nor                           44             44                  7.08
buffers and inverters                     28             45                  5.55
other                                      1              1                 0.143
adders and majority gates                  9              9                  6.32
latches                                   10             10                  5.74
DFF                                       49             49                  47.0
-- worst paths after layout --
kind | end | slack, ns | depth (start not counted) | startpoint
worst min-delay path | cu.state_reg[7]$_DFF_PN0_ | 0.41 | 0 | cu.state_reg[10]$_DFF_PN0_
worst max register to register | inst1.rez[7]$_DFFE_PN0P_ | 0.71 | 12 | inst1.rez[0]$_DFFE_PN0P_
max in group asynchronous | inst1.rez[7]$_DFFE_PN0P_ | 3.31 | 2 | rst
min in group asynchronous | inst5.aux$_DFFE_PN0P_ | 0.68 | 2 | rst
worst max-delay path | inst1.rez[7]$_DFFE_PN0P_ | 0.71 | 12 | inst1.rez[0]$_DFFE_PN0P_
worst min register to register | cu.state_reg[7]$_DFF_PN0_ | 0.41 | 0 | cu.state_reg[10]$_DFF_PN0_
-- layer usage --
metal | share of wire (%) | vias to the layer above | GRT usage (%)
li1 | - | 812 | -
met1 | 50 | 783 | 23.6
met2 | 45 | 24 | 22.3
met3 | 3.0 | 8 | 2.62
met4 | 2.0 | 0 | 2.82
met5 | 0 | - | 0
-- cell usage after synthesis, drive strengths merged, types with 3 or more instances --
library cell and instances:
o211ai 7, buf 9, nor2 18, inv 16
nand2 19, dfrtp 48, clkbuf 3, fa 7
o31ai 3, dlxtn 9, mux2i 19, o21ai 9
a21oi 18, xnor2 4, a22o 8, mux2 10
xor2 8
-- power by group --
part | internal (mW) | switching (mW)
logic | 0.413 | 0.354
registers | 0.684 | 0.229
clock network | 0.129 | 0.145
-- metrics by stage --
stage	util, %	instances	hold WS, ns	total power, mW	setup slack (ns)
finish	46.3	325	0.406	1.95	0.713
global route	46.3	325	0.424	2.14	0.534
CTS	46.3	325	0.405	1.98	0.708
detailed placement	44.8	317	0.392	1.70	0.731
global placement	44.8	317	0.386	1.68	0.760
floorplan	-	231	0.376	1.52	0.881
-- cell type report --
class	count	area, µm²
Sequential cell	59	1380
Clock buffer	8	90.1
Tap cell	77	96.3
Inverter	16	65.1
Multi-Input combinational cell	144	1090
Fill cell	569	3390
Timing Repair Buffer	21	200
-- layout by cell type (no fill, tap or decap), types with 2 or more instances in the layout --
master,n
dfrtp_1,48
mux2i_1,19
nand2_1,19
a21oi_1,18
nor2_1,18
clkdlybuf4s50_1,18
inv_1,15
mux2_2,9
dlxtn_1,9
a22o_1,8
xor2_1,8
o21ai_1,8
fa_1,7
clkbuf_8,6
xnor2_1,4
o211ai_2,4
o31ai_1,3
o211ai_1,3
and2_1,2
a21o_1,2
ha_1,2
clkbuf_1,2
buf_4,2
Power and IR drop assume default switching activity.
